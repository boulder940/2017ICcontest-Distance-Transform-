File: flow/design.v
`timescale 1ns/10ps
module DT(
	input 			clk, 
	input			reset,
	output	reg		done ,
	output	reg		sti_rd ,
	output	reg 	[9:0]	sti_addr ,
	input		[15:0]	sti_di,
	output	reg		res_wr ,
	output	reg		res_rd ,
	output	reg 	[13:0]	res_addr ,
	output	reg 	[7:0]	res_do,
	input		[7:0]	res_di,
	output  reg fwpass_finish
	);
parameter idle=4'd0,sr_rom=4'd1,sw_ram=4'd2,sfr=4'd3,sforward=4'd4,sfw=4'd5;
parameter sbr=4'd6,sback=4'd7,sbw=4'd8,sDONE=4'd9,sFPASS=4'd10,empty1=4'd11,empty2=4'd12,empty3=4'd13;
reg [3:0]cs,ns;
reg [15:0]sti_di_reg;
reg [7:0]res_di_reg;
reg [7:0]res_reg;
reg [10:0]rom_addr;
reg [4:0]cnt_w_ram;
reg [13:0]fw_cnt;
reg [13:0]bw_cnt;
reg [3:0]fr_cnt;
reg [3:0]br_cnt;
reg [13:0]f_addr_cnt;
reg [13:0]b_addr_cnt;
reg [13:0]sw_addr_cnt;
reg [13:0]addr_cnt_temp;
integer i;
always@(posedge clk or negedge reset)
begin
	if(!reset)
	begin
		cs<=idle;
	end
	else begin
		cs<=ns;
	end
end
always@(posedge clk or negedge reset)
begin
	if(!reset)
	begin
		sti_rd<=1'd0;
	end
	else if(ns == sr_rom)
	begin
		sti_rd<=1'd1;
	end
	else begin
		sti_rd<=1'd0;
	end
end
always@(posedge clk or negedge reset)
begin
	if(!reset)
	begin
		res_rd<=1'd0;
	end
	else if(ns == sfr|| ns==sbr)
	begin
		res_rd<=1'd1;
	end
	else begin
		res_rd<=1'd0;
	end
end
always@(posedge clk or negedge reset)
begin
	if(!reset)
	begin
		res_wr<=1'd0;
	end
	else if(ns == sfw|| ns==sbw || ns== sw_ram)
	begin
		res_wr<=1'd1;
	end
	else begin
		res_wr<=1'd0;
	end
end
always@(*)
begin
	case(cs)
	idle:begin
		ns=sr_rom;
	end
	sr_rom:begin
		ns=sw_ram;
	end
	sw_ram:begin
			if( cnt_w_ram < 5'd16)
			begin
				ns=sw_ram;
			end	
			else begin
				ns=empty1;
			end
	end
	empty1:begin
		if(rom_addr<11'd1024)
		begin
			ns=sr_rom;
		end
		else begin
			ns=empty2;
		end
	end
	empty2:begin
		ns=sfr;
	end
	sfr:begin
		ns=sforward;
	end
	sforward:begin
		if(fr_cnt <4'd5)
		begin
			ns=sfr;
		end
		else begin
			ns=sfw;
		end
	end
	sfw:begin
		if(fw_cnt > 14'd16254)
		begin
			ns=sFPASS;
		end
		else begin
			ns=empty2;
		end
	end
	sFPASS:begin
		ns=empty3;
	end
	sbr:begin
		ns=sback;
	end
	sback:begin
		if(br_cnt <4'd5)
		begin
			ns=sbr;
		end
		else begin
			ns=sbw;
		end
	end
	sbw:begin
		if(bw_cnt == 14'd128)
		begin
			ns=sDONE;
		end
		else begin
			ns=empty3;
		end
	end
	empty3:begin
		ns=sbr;
	end
	default:begin
		ns=idle;
	end
	endcase
end
always@(posedge clk or negedge reset)
begin
	if(!reset)
	begin
		rom_addr<=10'd0;
		addr_cnt_temp=14'd0;
	end
	else if( ns==sr_rom)
	begin
		sti_addr<=rom_addr;
		rom_addr<=rom_addr+10'd1;
		addr_cnt_temp<=sw_addr_cnt;
	end
	else if(ns==sw_ram)
	begin
		addr_cnt_temp<=addr_cnt_temp+14'd1;
	end
	else if(ns==empty2)
	begin
		addr_cnt_temp<=f_addr_cnt;
	end
	else if(cs==sfr)
	begin
		if( fr_cnt==4'd2)
		begin
			addr_cnt_temp<=addr_cnt_temp+14'd126;
		end
		else if(fr_cnt <4'd4 && fr_cnt!=4'd2)
		begin
			addr_cnt_temp<=addr_cnt_temp+14'd1;
		end
	end
	else if(cs==sbr)
	begin
		if( br_cnt==4'd2)
		begin
			addr_cnt_temp<=addr_cnt_temp-14'd126;
		end
		else if(br_cnt <4'd4 && br_cnt!=4'd2)
		begin
			addr_cnt_temp<=addr_cnt_temp-14'd1;
		end
	end
	else if(ns==empty3)
	begin
		addr_cnt_temp<=b_addr_cnt;
	end
end
always@(posedge clk or negedge reset)
begin
	if(!reset)
	begin
		cnt_w_ram<=4'd0;
	end
	else if( ns==sr_rom)
	begin
		cnt_w_ram<=4'd0;
	end
	else if(ns==sw_ram)
	begin
		cnt_w_ram<=cnt_w_ram+4'd1;
	end
end
always@(posedge clk or negedge reset)
begin
	if(!reset)
	begin
		sw_addr_cnt<=14'd0;
	end
	else if(ns==empty1)
	begin	
		sw_addr_cnt<=sw_addr_cnt+14'd16;
	end
end
always@(posedge clk or negedge reset)
begin
	if(!reset)
	begin
		f_addr_cnt<=14'd0;
	end
	else if(ns==sfw)
	begin	
		f_addr_cnt<=f_addr_cnt+14'd1;
	end
end
always@(posedge clk or negedge reset)
begin
	if(!reset)
	begin
		fr_cnt<=4'd0;
	end
	else if(cs==sfr)
	begin	
		fr_cnt<=fr_cnt+4'd1;
	end
	else if(ns==empty2)
	begin
		fr_cnt<=4'd0;
	end
end
always@(posedge clk or negedge reset)
begin
	if(!reset)
	begin
		fw_cnt<=14'd0;
	end
	else if(ns==sfw)
	begin
		fw_cnt<=fw_cnt+14'd1;
	end
end
always@(posedge clk or negedge reset)
begin
	if(!reset)
	begin
		b_addr_cnt<=14'd16383;
	end
	else if(ns==sbw)
	begin	
		b_addr_cnt<=b_addr_cnt-14'd1;
	end
end
always@(posedge clk or negedge reset)
begin
	if(!reset)
	begin
		br_cnt<=4'd0;
	end
	else if(cs==sbr)
	begin	
		br_cnt<=br_cnt+4'd1;
	end
	else if(ns==empty3)
	begin
		br_cnt<=4'd0;
	end
end
always@(posedge clk or negedge reset)
begin
	if(!reset)
	begin
		bw_cnt<=14'd16383;
	end
	else if(ns==sbw)
	begin
		bw_cnt<=bw_cnt-14'd1;
	end
end
always@(posedge clk or negedge reset)
begin
	if(!reset)
	begin
		res_di_reg<=14'd0;
	end
	else if(ns==sforward)
	begin
		if(fr_cnt==4'd0)
		begin
			res_di_reg<=res_di;
		end
		else begin
			if(res_di < res_di_reg)
			begin
				res_di_reg<=res_di;
			end
		end
	end
	else if(ns==sback)
	begin
		if(br_cnt==4'd0)
		begin
			res_di_reg<=res_di+8'd1;
		end
		else if(br_cnt <4'd4 && br_cnt!=4'd0)
		begin
			if(res_di+8'd1 < res_di_reg)
			begin
				res_di_reg<=res_di+8'd1;
			end
		end
		else if(br_cnt==4'd4)
		begin
			if(res_di < res_di_reg)
			begin
				res_di_reg<=res_di;
			end
		end
	end
end
always@(posedge clk or negedge reset)
begin
	if(!reset)
	begin
		res_do<=8'd0;
	end
	else if(ns==sw_ram)
	begin
		res_do<={7'b0,sti_di[4'd15-cnt_w_ram]};
	end
	else if(ns==empty2)
	begin
		res_do<=8'd0;
	end
	else if(ns==sforward)
	begin
		if(fr_cnt==4'd4)
		begin
			if( res_di==8'd0)
			begin
				res_do<=res_di;
			end
			else begin
				res_do<=res_di_reg+8'd1;
			end
		end
	end
	else if(ns==empty3)
	begin
		res_do<=8'd0;
	end
	else if(cs==sback)
	begin
		if(br_cnt==4'd5)
		begin
			if( res_di==8'd0)
			begin
				res_do<=res_di;
			end
			else begin
				res_do<=res_di_reg;
			end
		end
	end
end
always@(posedge clk or negedge reset)
begin
	if(!reset)
	begin
		res_addr<=14'd0;
	end
	else if(ns==sw_ram)
	begin
		res_addr<=addr_cnt_temp;
	end
	else if(ns==sfr)
	begin
		res_addr<=addr_cnt_temp;
	end
	else if(ns==sfw)	
	begin
		res_addr<=addr_cnt_temp;
	end
	else if(ns==sbr)
	begin
		res_addr<=addr_cnt_temp;
	end
	else if(ns==sbw)
	begin
		res_addr<=addr_cnt_temp;
	end
end
always@(*)
begin
	case(cs)
	idle:begin
		done=1'd0;
		fwpass_finish=1'b0;
	end
	sFPASS:begin
		fwpass_finish=1'b1;
	end
	sDONE:begin
		done=1'b1;
	end
endcase
end
endmodule
File: flow/run.sh
#!/bin/bash
# OpenROAD 26Q1-2900-gdf79404cd8, Yosys 0.63+post, stock flow scripts
make -C /OpenROAD-flow-scripts/flow DESIGN_CONFIG=/design/flow/config.mk WORK_HOME=/design/flow/orfs finish
File: flow/config.mk
export PLATFORM = sky130hd
export DESIGN_NAME = DT
export DESIGN_NICKNAME = DT
export VERILOG_FILES = /design/flow/design.v
export SDC_FILE = /design/flow/constraint.sdc
export NUM_CORES = 4
export LEC_CHECK = 1
export CORE_UTILIZATION = 30
File: flow/constraint.sdc
current_design DT

set clk_period 6.0
set clk_io_pct 0.2

create_clock -name clk0 -period $clk_period [get_ports {clk}]

set non_clock_inputs [all_inputs -no_clocks]
set_input_delay [expr $clk_period * $clk_io_pct] -clock clk0 $non_clock_inputs
set_output_delay [expr $clk_period * $clk_io_pct] -clock clk0 [all_outputs]
==> flow_results.org <==
* Implementation run

** Placement
- Detailed placement finished with a half-perimeter wire length of 16.9 mm.
- Per the placement report, the placed cell count is 1419.
- The placement report lists the number of port buffers as 62.
- Worst slack, placed :: 1.39 ns
- GP Congestion :: 0.885

** Finish
- Layout cells sized above 1 :: 0.116
- Across the whole layout, storage elements account for 4150 um^2.
- Number of fill cells in the layout :: 3100
- The area growth from synthesis to layout is 17.1%.
- Total area of multi-input combinational cells :: 5230 um^2
- Non-filler cells in the finished layout :: 1451
- Leaving out fill and tap cells, the most frequent cell in the layout is dfrtp_1.
- In the layout the commonest cells are 122 x dfrtp_1, 80 x nand2_1, 70 x nor2_1.

** Die
- Number of placed I/O pins :: 63
- Area of the core region :: 31600 um^2
- Count of standard-cell rows :: 65
- Die outline height :: 182 um
- For this configuration, the core starts out at a cell density of 0.306.
- According to the floorplan report, the total die area is 33000 um^2.
- Width of the chip :: 182 um

** Critical path
- OpenSTA lists the critical path startpoint as res_di[0].
- Data arrival time of the critical path :: 4.57 ns
- Setup CP Type :: primary input to flip-flop
- Along the critical path, the tally of buffer and inverter instances is 1.
- Along the worst path, the maximum fanout reaches 10.
- WP data required :: 6.37 ns
- Largest stage delay on the critical path :: 0.56 ns
- STA classifies the critical path startpoint as a primary input.
- Kind of end point of the critical path :: flip-flop
- The report puts the cell count of the worst reg-to-reg path at 9.
- Grouping stages by cell kind, the critical path spends the most delay in AND-OR/OR-AND gates.
- Worst r2r src :: cnt_w_ram[4]
- Traced cell by cell, the critical path runs through clkdlybuf4s50_1 > ha_1 > and3_1 > and3_1 > xor2_1 > ha_1 > nor2_1 > nand3_1 > a31oi_1 > a221o_1 > nand2_1 > a211o_1 > a21oi_1 > o32a_1.
- WP depth :: 14
- Worst path slowest cell :: clkdlybuf4s50_1

** Route
- The script logs the mean routed wire length per placed instance as 16.3 um.
- Number of optimization iterations in the first detailed-route pass :: 5
- For this run, the script counts the antenna cells in the layout as 0.
- Antenna-violating nets left :: 0
- Overall routed net length :: 23.7 mm
- Dividing the detail-routed via count by the number of cells gives 5.26.
- Count of unresolved DRC violations after routing :: 0
- Starting DRC count in detailed routing :: 494
- Via count :: 7632

** STA
- Slew margin rel. :: 0.382
- Setup slack closes at 1.80 ns.
- Number of endpoints with negative hold slack in the final report :: 0
- Hold slack final :: 0.400 ns
- Clk_skew :: 0.00764 ns
- Post-route period utilization is reported as 0.700.
- Clock period minus worst slack :: 4.20 ns
- Worst slew pin tran :: 0.923 ns
- Setup total negative slack on the finished layout was measured at 0 ns.
- Static timing analysis puts the maximum clock frequency at 238 MHz.
- Slew Limit Fails :: 0
- Setup repair after global routing left no endpoint under its margin.
- Setup violation total in the final timing report :: 0
- Number of unconstrained endpoints :: 4
- Number of register pins that no clock reaches :: 2

** Clocking
- Buffers inserted during post-CTS setup optimization :: 0
- Longest Clk Path Bufs :: 2
- For this design, the CTS-stage hold fixing added 0 buffers.
- # resized after CTS :: 0
- As reported, the later end of the worst-skew pair has a clock insertion delay of 0.43 ns.
- The clock tree synthesis step divided the H-tree into 4 levels.
- Clock-pin slew on the worst setup and hold paths :: 0.07 ns
- CTS buffer count :: 17
- Clk root buf :: clkbuf_16
- TritonCTS clock tree :: yes

** Yosys
- Post-synthesis cell count :: 987
- The chip area line in the Yosys stat output reads 9700 um^2.
- Cell total in the yosys stat output :: 987
- Distinct cell type count after synthesis :: 95
- In this run, synthesis inferred 10 flip-flops with an integrated enable.
- Synth Flop Type :: dfrtp_1
- For this run, asynchronously set or reset flops after synthesis account for 0.926.
- For reference, the post-synthesis area per instance comes to 9.82 um^2.
- Post-Syn Area :: 9700 um^2
- Post-synth regs :: 163
- Yosys warning tally :: 1

** Pwr
- Switch share :: 0.222
- Flop pwr share :: 0.471
- The net switching power in the latest report is 518 uW.
- Share of power burned in combinational logic :: 0.037
- Portion of total power attributed to the clock network :: 0.492
- Worst IR drop on VDD :: 0.191 mV
- For this design the static power due to leakage is 4.87 nW.
- Internal power comes to 1.82 mW.
- Per the summary, power density relative to cell area is 206 nW/um^2.
- The design draws 2.34 mW.

** Global routing
- The initial antenna violation count is 0.
- The number of global-route vias before repair is 7380.
- Wire length of the first global-routing pass :: 39.7 mm
- Global routing finished with a remaining overflow of 0.
- Combined global-route utilization of all metal layers :: 0.152
- Entering global routing, the biggest net connects 53 pins.

** Worst hold path
- In the hold timing report, the worst path depth is 0.
- Worst hold path startpoint :: cs[8]
- The path class of the tightest hold or removal check is flip-flop to flip-flop.

** Run
- In this run the maximum-capacitance check reported violations numbering 0.
- Tally of OpenROAD warnings :: 38

** Outcome
- Status :: complete, no violations
area by class of cell:
type,instances,area share
multi-input combinational,747,0.461
sequential,163,0.365
timing repair buffer,76,0.0640
clock buffer,25,0.0484
tap,402,0.0443
inverter,31,0.0103
clock inverter,7,0.00705
Yosys cell counts (7+ instances only):
| cell | instances | share of area |
|---|---|---|
| nor3_1 | 25 | 0.013 |
| a221oi_1 | 7 | 0.0063 |
| ha_1 | 40 | 0.052 |
| nand2_1 | 80 | 0.031 |
| nor2b_1 | 11 | 0.0071 |
| inv_1 | 30 | 0.012 |
| clkbuf_1 | 28 | 0.011 |
| o21ai_1 | 10 | 0.0052 |
| mux2_2 | 14 | 0.016 |
| a211oi_1 | 8 | 0.0062 |
| nand2b_1 | 11 | 0.0071 |
| nand4_1 | 20 | 0.013 |
| nor2_1 | 70 | 0.027 |
| o22ai_1 | 9 | 0.0058 |
| a31oi_1 | 10 | 0.0065 |
| nor4_1 | 10 | 0.0065 |
| o21ai_0 | 44 | 0.023 |
| dfrtp_1 | 122 | 0.31 |
| xnor2_1 | 66 | 0.060 |
| buf_2 | 13 | 0.0067 |
| xor2_1 | 48 | 0.043 |
| or3_1 | 8 | 0.0052 |
| dfstp_2 | 29 | 0.079 |
| edfxtp_1 | 10 | 0.031 |
| a21oi_1 | 37 | 0.019 |
| and3_1 | 24 | 0.015 |
| nand3_1 | 46 | 0.024 |
path summary, 6_finish.rpt:
| check | to | slack [ns] |
|---|---|---|
| worst max register to register | addr_cnt_temp[8] | 2.23 |
| min in group asynchronous | addr_cnt_temp[9] | 0.73 |
| max in group asynchronous | cnt_w_ram[2] | 4.22 |
| worst max-delay path | res_di_reg[5] | 1.80 |
| worst min register to register | cs[0] | 0.40 |
| worst min-delay path | cs[0] | 0.40 |
worst reg2reg max path: cells and delay by family (launching register included):
family / cells / cell delay [ns]
muxes: 1 / 0.37
DFF: 1 / 0.42
AOI/OAI and AO/OA: 3 / 0.98
buffers and inverters: 2 / 0.44
and+or+nand+nor: 3 / 1.45
stage by stage:
step	util	cell area (um^2)
floorplan	-	9700
global placement	0.339	10700
detailed placement	0.339	10700
CTS	0.359	11400
global route	0.359	11400
finish	0.359	11400
metal layers:
layer | wire length [um] | GRT usage
met2 | 10300 | 0.221
met1 | 11800 | 0.244
met5 | 0 | 0
met4 | 301 | 0.0173
met3 | 1330 | 0.0303
logic make-up after synthesis:
family	count (synthesis)	share of synthesized area
AND/OR/NAND/NOR	363	0.203
buffers and inverters	77	0.0330
flip-flops	161	0.424
AND-OR/OR-AND	202	0.145
multiplexers	28	0.0376
adder cells (fa/ha/maj)	40	0.0516
latches	2	0.00310
XOR/XNOR	114	0.103
power groups by stage:
stage / clock network (mW) / logic [mW] / registers (mW)
CTS: 1.17 / 0.0893 / 1.10
global route: 1.23 / 0.0999 / 1.10
finish: 1.15 / 0.0869 / 1.10
No activity file was given, so power comes from the tool's default toggle rates.
